`./design.v`:
```
module Mux2to1(sel, dInSrc1, dInSrc2, dOut);
	parameter BIT_WIDTH = 32;
	input sel;
	input [(BIT_WIDTH - 1) : 0] dInSrc1, dInSrc2;
	output [(BIT_WIDTH - 1) : 0] dOut;
	assign dOut = sel ? dInSrc2 : dInSrc1;
endmodule
```
`./run.sh`:
```
#!/bin/bash
# OpenROAD 26Q1-2900-gdf79404cd8, Yosys 0.63+post, stock flow scripts
make -C /OpenROAD-flow-scripts/flow DESIGN_CONFIG=/design/flow/config.mk WORK_HOME=/design/flow/orfs finish
```
`./config.mk`:
```
export PLATFORM = sky130hd
export DESIGN_NAME = Mux2to1
export DESIGN_NICKNAME = Mux2to1
export VERILOG_FILES = /design/flow/design.v
export SDC_FILE = /design/flow/constraint.sdc
export NUM_CORES = 4
export LEC_CHECK = 1
export CORE_AREA = 10 10 70 70
export DIE_AREA = 0 0 80 80
```
`./constraint.sdc`:
```
current_design Mux2to1

set clk_period 1.0
set clk_io_pct 0.2

create_clock -name clk0 -period $clk_period

set non_clock_inputs [all_inputs -no_clocks]
set_input_delay [expr $clk_period * $clk_io_pct] -clock clk0 $non_clock_inputs
set_output_delay [expr $clk_period * $clk_io_pct] -clock clk0 [all_outputs]
```
==> deck_impl_summary.md <==
Flow Results at a Glance

STA
  • Min cycle time layout: 1180 ps
  • Final setup violating endpoints: 32
  • Maximum frequency from static timing analysis: 851 MHz
  • Final Max-Slew Violation Tally: 0
  • RSZ-0062 raised after global routing: true
  • PnR worst setup slack: -175 ps
  • Remaining max-slew budget at the tightest pin: 95.9%
  • Share of the clock period used by the worst path after layout: 118%
  • Hold violation count in the final report: 0
  • Slew at the pin with the worst max-slew slack: 61.1 ps

Floorplan
  • Placement row count: 21
  • Die extent in x: 80 um
  • Vert. Die Dim: 80 um
  • Die Footprint: 6400 um^2
  • Pre-Place Util: 15.9%
  • Core region area: 3420 um^2
  • Number of top-level pins: between 90 and 100

Critical path
  • Top fanout value on the critical path: 7
  • Required time of the worst setup path: 800 ps
  • Arrival time of the worst setup path: between 900 and 1000 ps
  • Element type at the critical path start: input pin
  • Crit path kind: input pin to output pin
  • Kind of capture point of the worst setup path: output pin

Global routing
  • Met2 track demand over resource in global routing: between 10% and 20%
  • Overall track demand over capacity in global routing: 7.87%
  • Met1 GRT Util: around 9%
  • Routing usage on met3: 3.07%
  • Wire length of the first global-routing pass: 4150 um
  • Number of global-route vias before repair: 824
  • Largest net degree at the start of global routing: 8
  • Total global routing overflow: 0
  • Number of antenna violations at the first check in global routing: 0
  • Most congested layer reported by global routing: met2

Synth
  • Yosys top cell by area: mux2_4
  • Synthesized area divided by synthesized cell count: 15.1 um^2
  • Count of different cell masters after synthesis: 4
  • Yosys warns: 0
  • Yosys-reported design area after synthesis: 544 um^2
  • Top cell type's share of synthesized area: 82.8%
  • Proportion of synthesized chip area in sequential cells: 0%
  • Post-synthesis cell area: 544 um^2
  • Synth Instances: 36
  • Leading cell types by total area after synthesis: mux2_4 83%, buf_12 11%, mux2_2 4.1%
  • Number of cell instances after yosys synthesis: 36

Drt
  • Routed via count: 730
  • Violation count after the first detailed-routing iteration: 4
  • Ratio of routed vias to standard cells: between 3 and 4
  • Detailed-router iteration count before antenna repair: 2
  • DRC Markers: 0
  • Number of antenna diodes: 0
  • Total wire length after detailed routing: 2850 um
  • Mean routed wirelength per cell: 14.8 um
  • Antenna violation net count after detailed routing: 0

Power
  • Clk network pwr share: 0%
  • Power share of the sequential group: 0%
  • Cell internal pwr: just over 0.5 mW
  • Largest vdd supply drop: 0.173 mV
  • Pwr per Cell Area: 389 nW/um^2
  • Net switching component of the power: 0.141 mW
  • Combinational group share of total power: 100.0%
  • Total power consumption of the routed design: 0.660 mW
  • Switching fraction of total power: 21.3%
  • Static Leakage: 0.990 nW

Final layout
  • Commonest non-fill, non-tap cell in the layout: dlygate4sd2_1
  • Final sequential cell count: 0
  • Leading cell types in the layout, fill and taps excluded: 40 x dlygate4sd2_1, 32 x mux2_4, 29 x buf_6
  • Area added between synthesis and finish: 212%
  • Core utilization of the finished layout: 49.7%
  • Layout fillers: 327
  • Tally of clock buffers in the finished layout: 0
  • Multi-input logic area: 480 um^2
  • Layout cell share with drive strength beyond 1: a little under three fifths
  • Final design area excluding fillers: approximately 1700 um^2
  • Storage cell area: 0 um^2
  • Number of non-filler instances in the completed layout: between 150 and 200

Place
  • Routability-driven placement congestion ratio: between 0.7 and 0.8
  • Port Buffers: 97
  • Dpl hpwl: 2400 um
  • Count of placed standard cells including taps: between 150 and 200
  • Post-DP Area: 1540 um^2

Run status
  • Failing checks: setup timing
  • Run status: finished with violations

Min path
  • Class of the worst hold path: input pin to output pin

Job
  • Reported max-cap violation count: 0
  • OpenROAD warning count: 34

CTS
  • Hold bufs inserted after CTS: 0
[cells by family after synthesis]
kind of cell	share of synthesized area, %
buffers and inverters	13.1
multiplexers	86.9
[power groups by stage]
stage	sequential [mW]	clock, mW	combinational, mW
after CTS	0	0	0.644
final	0	0	0.660
after global routing	0	0	0.706
[final timing paths]
kind / slack (ps) / end / depth (start not counted) / startpoint
worst max-delay path: -180 / dOut[31] / 5 / sel
worst min-delay path: 690 / dOut[24] / 3 / dInSrc1[24]
[layer usage]
metal  vias to the layer above  routed length, um
li1                        362                  -
met1                       317               1140
met2                        51               1390
met3                         0                313
met4                         0                  0
met5                         -                  0
[final cells by class]
class                           count  share of cell area (%)
Timing Repair Buffer              114                    68.3
Tap cell                           46                    3.39
Multi-Input combinational cell     32                    28.3
[critical path, cell delays in order]
cell and delay, ps:
buf_12 110, buf_12 130, buf_8 120, mux2_4 300, buf_6 110
[cells in the mapped netlist]
cell	count
buf_6	1
buf_12	3
mux2_4	30
mux2_2	2
[stage by stage]
step                      TNS [ps]  setup WS [ps]  hold slack, ps
after floorplan                  0           66.9             498
after global placement      -15250           -492            1330
after detailed placement    -15270           -497            1330
after CTS                    -5200           -178             800
after global routing         -5620           -194             714
final                        -5030           -175             694
[what timing repair did]
| action | 4_1_cts | 5_1_grt |
|---|---|---|
| hold endpoints to repair | 0 | 0 |
| setup buffers | 14 | 0 |
| resized | 170 | 23 |
| pin swaps | 0 | 0 |
| setup endpoints to repair | 32 | 32 |
| gates cloned | 1 | 0 |
No activity file was given, so power comes from the tool's default toggle rates.
