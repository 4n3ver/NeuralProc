## flow/run.sh

```bash
#!/bin/bash
# OpenROAD 26Q1-2900-gdf79404cd8, Yosys 0.63+post, stock flow scripts
make -C /OpenROAD-flow-scripts/flow DESIGN_CONFIG=/design/flow/config.mk WORK_HOME=/design/flow/orfs finish
```

## flow/config.mk

```make
export PLATFORM = sky130hd
export DESIGN_NAME = sigmoid
export DESIGN_NICKNAME = sigmoid
export VERILOG_FILES = /design/flow/design.v
export SDC_FILE = /design/flow/constraint.sdc
export NUM_CORES = 4
export LEC_CHECK = 1
export CORE_AREA = 10 10 70 70
export DIE_AREA = 0 0 80 80
```

## flow/constraint.sdc

```tcl
current_design sigmoid

set clk_period 2.2
set clk_io_pct 0.2

create_clock -name clk0 -period $clk_period

set non_clock_inputs [all_inputs -no_clocks]
set_input_delay [expr $clk_period * $clk_io_pct] -clock clk0 $non_clock_inputs
set_output_delay [expr $clk_period * $clk_io_pct] -clock clk0 [all_outputs]
```

## flow/design.v

```verilog
module sigmoid(x, y);
    input signed [15:0] x;
    output signed [15:0] y;
    assign y = ($signed(x) - $signed(16'd4) >= $signed(16'd0)) ? 16'd1 : 
                ($signed(x) + $signed(16'd4) < $signed(16'd0)) ? 16'd0 : 
                    {x[15], x[15], x[15], x[15:3]};
endmodule
```

==> results.toml <==
# flow metrics
[detailed_routing]
drt-pass1-iter-count = 2
post_drt_wl_per_cell_um = 12.0
viasPerCell = 3.32
antenna_left = 0
dr_total_vias = 415
drc = 0
first_iter_violations = 4
antenna_cells = 0
wl_um = 1510

[synthesis]
synth.distinct_cells = 18
top_area_cell = "and3b_1"
top_cells_by_count = "8 x and3b_1, 3 x buf_4, 3 x nand4_1, 3 x nor4_1"
synth.avg_cell_area_um2 = 6.98
synth_area_um2 = 230
yosys_warnings = 0
top_cells_by_area = "and3b_1 30%, buf_4 9.8%, nand4_1 8.2%"
top_area_frac = 0.304
ys_seq_frac = 0
synth_cells = 33
synth.yosys.num_cells = 33
yosys_area_um2 = 230
top_cell = "and3b_1"

[floorplan]
die_y_um = 80
rows = 21
dieArea_um2 = 6400
core_um2 = 3420
io_pins = 32
fp_util = 0.0674
die_x_um = 80

[critical_path]
cp_max_fo = 3
cp.required_ns = 1.76
end_kind = "primary output"
worstPathArrival_ns = 1.80
setup.worst_path.start_class = "input pin"
crit_type = "input pin to primary output"

[placed_design]
portBuffers = 30
hpwl_um = 1150
dp_slack_ns = -0.727
place_area_um2 = 667
place.gp.congestion = 0.782

[power_and_ir_drop]
p_int_mw = 0.0655
seq_power_share = 0
p_comb_frac = 1.000
p_sw_frac = 0.341
clockPowerShare = 0
power_density_nw_per_um2 = 131
peakVddDrop_mv = 0.0408
p_switching_mw = 0.0339
p_leak_nw = 0.404

[layout]
clkbuf_count = 0
ff_count = 0
final_cell_area_um2 = 758
syn_to_final_growth_pct = 229
fin_util = 0.222
nFillCells = 373
drive_gt1_frac = 0.734
flop_area_um2 = 0

[final_timing]
final_max_slew_viol_count = 0
tightest_slew_ns = 0.245
fmax_ghz = 0.446
post-route-period-util = 1.02
whs_ns = 1.23
maxSlewHeadroom = 0.836
final-hold-violation-count = 0
finalSetupViolations = 3
worst_slack_ns = -0.0436
tns_ns = -0.121
period_minus_slack_ns = 2.24
rsz0062_at_grt = "yes"

[grt]
grt_pass1_vias = 421
grtUsageMet3 = 0.0239
grt_max_degree = 14
grt_pass1_wl_um = 2080
grtUsageMet2 = 0.0602
use_met1 = 0.0514
grt_antenna_before_repair = 0
track_usage = 0.0402
grt_overflow_total = 0
gr-max-usage-layer = "met2"

[hold_path]
hold_path_class = "input pin to primary output"

[run_status]
violations = "setup timing"
status = "finished with violations"

[job]
cap_violations = 0
warnings = 36
[power by group through the flow]
| stage | Sequential (mW) | Combinational, mW | Clock (mW) |
|---|---|---|---|
| 5_1_grt | 0 | 0.107 | 0 |
| 4_1_cts | 0 | 0.0844 | 0 |
| 6_report | 0 | 0.0994 | 0 |
[what timing repair did]
item,4_1_cts,5_1_grt
setup endpoints to repair,16,14
resized,102,33
cloned,0,0
hold buffers,0,0
buffers inserted,5,1
pin swaps,10,7
[per-stage QoR]
| step | std cells | total power [mW] |
|---|---|---|
| after global routing | 125 | 0.107 |
| after global placement | 119 | 0.0839 |
| after floorplan | 33 | 0.0143 |
| after CTS | 124 | 0.0844 |
| final | 125 | 0.0994 |
| after detailed placement | 119 | 0.0841 |
[area by class of cell]
type	count	area, um^2	area share
timing repair buffer	50	424	0.559
multi-input combinational	28	273	0.360
tap	46	57.6	0.0759
inverter	1	3.75	0.00495
[logic make-up after synthesis]
| kind of cell | after synthesis | share of synthesized area |
|---|---|---|
| AND/OR/NAND/NOR | 24 | 0.701 |
| buffers and inverters | 5 | 0.130 |
| multiplexers | 2 | 0.0924 |
| AND-OR/OR-AND | 1 | 0.0217 |
| adder cells (fa/ha/maj) | 1 | 0.0543 |
[per-layer routing]
layer	vias up	part of all wire
li1	216	-
met2	18	0.42
met4	0	0
met3	0	0.14
met5	-	0
met1	181	0.45
[worst paths after layout]
kind,start,end,cells after the start
worst min-delay path,x[9],y[6],3
worst max-delay path,x[4],y[8],9
[cells in the final DEF (no fill, tap or decap), drive strengths merged]
cell	count
and2	3
and3b	8
buf	41
clkbuf	6
clkdlybuf4s15	1
dlygate4sd2	1
dlymetal6s2s	1
ha	1
inv	1
mux2	1
mux2i	1
nand2	2
nand2b	1
nand3	1
nand4	3
nor2	1
nor2b	1
nor3	1
nor4	3
o21ai	1
[critical path, cell delays in order]
cell	delay, ns
buf_6	0.07
nand3_2	0.10
nor4_4	0.32
ha_4	0.25
buf_6	0.12
buf_6	0.11
buf_6	0.10
and3b_1	0.19
buf_2	0.09
Power figures rest on the tool's default switching activity, not on a simulated workload.
