**/design/flow/config.mk**
```make
export PLATFORM = sky130hd
export DESIGN_NAME = macc
export DESIGN_NICKNAME = macc
export VERILOG_FILES = /design/flow/design.v
export SDC_FILE = /design/flow/constraint.sdc
export NUM_CORES = 4
export LEC_CHECK = 1
export CORE_UTILIZATION = 40
```
**/design/flow/constraint.sdc**
```tcl
current_design macc

set clk_period 9.9
set clk_io_pct 0.2

create_clock -name clk0 -period $clk_period

set non_clock_inputs [all_inputs -no_clocks]
set_input_delay [expr $clk_period * $clk_io_pct] -clock clk0 $non_clock_inputs
set_output_delay [expr $clk_period * $clk_io_pct] -clock clk0 [all_outputs]
```
**/design/flow/design.v**
```verilog
module macc(in0, in1, in_acc, out);
  input signed [15:0] in0, in1, in_acc;
  output signed [15:0] out;
  assign out = in0 * in1 + in_acc;
endmodule
```
**/design/flow/run.sh**
```bash
#!/bin/bash
# OpenROAD 26Q1-2900-gdf79404cd8, Yosys 0.63+post, stock flow scripts
make -C /OpenROAD-flow-scripts/flow DESIGN_CONFIG=/design/flow/config.mk WORK_HOME=/design/flow/orfs finish
```
==> results.sh <==
# source this file to load flow results
export IMPL_synthToLayoutAreaGrowth_pct=18.7
export IMPL_hold_path_depth=3
export IMPL_worstMarginPinSlew_ns=0.594
export IMPL_wl_per_cell_um=12.8
export IMPL_yosys_top_cells_area="fa_1, ha_1, inv_1"
export IMPL_gp_congestion=0.876
export IMPL_holdBufCountCts=0
export IMPL_logic_area_mm2=0.00404
export IMPL_warnings=32
export IMPL_finalClockPeriodUsage=0.964
export IMPL_drtAntennaViolNets=0
export IMPL_min_period_ns=9.54
export IMPL_critPathLaunchType="input pin"
export IMPL_core_region_area_mm2=0.0115
export IMPL_dpl_cell_area_mm2=0.00557
export IMPL_grt_antenna_before_repair=0
export IMPL_nFlopsAndLatches=0
export IMPL_synth_warnings=0
export IMPL_ys_seq_share=0
export IMPL_dieArea_mm2=0.0122
export IMPL_lay_top_count="inv_1"
export IMPL_grt_pass1_vias=3662
export IMPL_synth_area_leader_cell="fa_1"
export IMPL_synth_cells=556
export IMPL_max_freq_mhz=105
export IMPL_grt_overflow=0
export IMPL_hold_viol=0
export IMPL_syn_area_mm2=0.00471
export IMPL_avgSynthCellArea_um2=8.48
export IMPL_route_final_wire_length_um=9780
export IMPL_synth_cell_types=28
export IMPL_ys_area_mm2=0.00471
export IMPL_drc_errors=0
export IMPL_fp_utilization=0.411
export IMPL_relSlewSlack=0.600
export IMPL_grt_pass1_wl_um=17300
export IMPL_cellPowerDensity_mw_per_mm2=313
export IMPL_cp_data_arrival_time_ns=7.56
export IMPL_final_area_mm2=0.00560
export IMPL_rsz0062_at_grt="no"
export IMPL_regArea_um2=0
export IMPL_fp_dieH_um=111
export IMPL_grt_usage=0.182
export IMPL_worstPathRequired_ns=7.92
export IMPL_outcome="finished, final reports clean"
export IMPL_lay_top_cells="inv_1, fa_1, and2_1"
export IMPL_drive_above_1_share=0.0291
export IMPL_fillers=1118
export IMPL_peakVddDrop_mv=0.816
export IMPL_clockBufferCount=0
export IMPL_placement_rows=39
export IMPL_first_iter_violations=135
export IMPL_num_antenna_cells=0
export IMPL_cp_end_kind="output pin"
export IMPL_firstDrtPassIters=4
export IMPL_top_area_frac=0.395
export IMPL_hp_class="in2out"
export IMPL_place_port_buffers=64
export IMPL_yosysCellCount=556
export IMPL_vias=3471
export IMPL_tns_ns=0
export IMPL_postLayoutCoreUtil=0.488
export IMPL_slew_viol_final=0
export IMPL_finalSetupViolCount=0
export IMPL_dpl_hpwl_um=8680
export IMPL_cp_max_fo=12
export IMPL_grt_max_degree=16
export IMPL_crit_type="in2out"
export IMPL_ios=64
export IMPL_total_power_uw=1750
export IMPL_cap_violations=0
export IMPL_via_per_inst=4.56
export IMPL_die_width_um=111
export IMPL_post_cts_buffers=0
export IMPL_p_leak_uw=0.00299
==> report_power, final <==
part | internal (uW) | leakage, uW | switching [uW]
Sequential | 0 | 0 | 0
Clock | 0 | 0 | 0
Combinational | 1030 | 0.00299 | 720
Total | 1030 | 0.00299 | 720
==> per-stage QoR <==
step / hold WS, ns / std cells / setup slack [ns]
after floorplan: 4.04 / 556 / 1.39
after global placement: 4.99 / 761 / 0.160
after detailed placement: 4.99 / 761 / 0.0609
after CTS: 5.00 / 761 / 0.0585
after global routing: 5.01 / 761 / 0.0539
final: 4.99 / 761 / 0.358
==> cells in the mapped netlist <==
master / instances
inv_1: 167
fa_1: 93
and2_1: 79
ha_1: 66
nand2_1: 54
xnor2_1: 31
clkbuf_1: 13
xor2_1: 8
nor2_1: 7
and2_2: 6
o21ai_0: 5
o21a_1: 4
a21oi_1: 3
nand2b_1: 3
nor2b_1: 2
nor4_1: 2
xnor3_1: 2
a211o_1: 1
a21boi_0: 1
a21o_1: 1
a311oi_1: 1
nand2_2: 1
nand3b_1: 1
nor3_1: 1
o211ai_1: 1
o21bai_1: 1
o311ai_0: 1
o31ai_1: 1
==> timing repair <==
action / CTS / global route
gates resized: 0 / 12
endpoints found under the setup margin: 0 / 3
endpoints found under the hold margin: 0 / 0
==> layout make-up <==
class                      count  area share
multi-input combinational    376       0.722
timing repair buffer          75       0.135
inverter                     167       0.112
tap                          143      0.0320
==> cell families (layout without fill, tap and decap cells) <==
group	count (synthesis)	in the layout	synth area share
simple gates	156	156	0.176
fa+ha+maj	159	159	0.570
buf+inv	180	242	0.143
compound gates	20	20	0.0284
xor+xnor	41	41	0.0820
==> worst max-delay path: stages <==
cell             delay [ns]
clkdlybuf4s50_1        0.65
and2_1                 0.30
fa_1                   0.47
inv_1                  0.05
fa_1                   0.47
inv_1                  0.04
ha_1                   0.18
fa_1                   0.46
fa_1                   0.54
inv_1                  0.05
fa_1                   0.47
inv_1                  0.04
ha_1                   0.32
a211o_1                0.29
o311ai_0               0.43
a311oi_1               0.19
xor2_1                 0.15
clkdlybuf4s50_1        0.47
==> final timing paths <==
kind	start	endpoint	slack (ns)
min	in_acc[0]	out[0]	4.99
max	in0[2]	out[14]	0.36
==> metal layers <==
| metal | part of all wire | vias up | global-route usage | wire length, um |
|---|---|---|---|---|
| met5 | 0 | - | 0 | 0 |
| met4 | 0 | 0 | 0.00178 | 0 |
| met3 | 0.051 | 0 | 0.0285 | 496 |
| met2 | 0.47 | 87 | 0.291 | 4550 |
| met1 | 0.48 | 1665 | 0.290 | 4730 |
| li1 | - | 1719 | - | - |
Power is estimated from default activity; no workload was simulated.
